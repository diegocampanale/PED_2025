`./run.sh`:
```
#!/bin/bash
# OpenROAD 26Q1-2900-gdf79404cd8, Yosys 0.63+post, stock flow scripts
make -C /OpenROAD-flow-scripts/flow DESIGN_CONFIG=/design/flow/config.mk WORK_HOME=/design/flow/orfs finish
```
`./config.mk`:
```
export PLATFORM = sky130hd
export DESIGN_NAME = counter
export DESIGN_NICKNAME = counter
export VERILOG_FILES = /design/flow/design.v
export SDC_FILE = /design/flow/constraint.sdc
export NUM_CORES = 4
export LEC_CHECK = 1
export CORE_AREA = 10 10 70 70
export DIE_AREA = 0 0 80 80
```
`./constraint.sdc`:
```
current_design counter

set clk_period 1.6
set clk_io_pct 0.2

create_clock -name clk0 -period $clk_period [get_ports {clk}]

set non_clock_inputs [all_inputs -no_clocks]
set_input_delay [expr $clk_period * $clk_io_pct] -clock clk0 $non_clock_inputs
set_output_delay [expr $clk_period * $clk_io_pct] -clock clk0 [all_outputs]
```
`./design.v`:
```
module counter(
    output reg [3:0] cnt,
    output wire eq0,
    output wire eq8,
    input wire clk, rst, clr, inc
    );
    initial begin
        $dumpfile("counter.vcd");   
        $dumpvars(0, dut);           
    end
    always @(posedge clk or posedge rst) begin
        if (rst) begin
            cnt <= 0;
        end else if (clr) begin
            cnt <= 0;
        end else if (inc) begin
            cnt <= (cnt + 1) % 9;
        end
    end
    assign eq0 = (cnt == 0);
    assign eq8 = (cnt == 8);
endmodule
```
==> out/qor.csv <==
stage;metric;value;unit
outcome;status;complete, but fails checks;
outcome;failing checks;setup timing;
clock_network;CTS tree;done;
yosys;top cells by count, synth;6 x ha_1, 6 x inv_1, 5 x nand2_1;
yosys;Seq/Total Area, Yosys;16.8;%
place;Final HPWL DP;1300;µm
yosys;yosys cell count;70;
global_routing;total gr overflow;0;
finish;Reg with most FFs;cnt;
global_routing;pin count of the biggest net entering global routing;7;
timing;period utilization;161;%
setup_path;FF-to-FF Start;cnt[0];
yosys;YS chip area;596;µm²
place;worst slack at placement;-1020;ps
finish;Finished Core Util;35.9;%
clock_network;worst skew pair latency;240;ps
route;drt drc;0;
finish;Syn-to-layout area delta;106;%
timing;Worst Clk Skew;4.96;ps
route;ANT cells;0;
clock_network;H-tree depth;1;
yosys;Main synth FF type;dfrtp_1;
pwr;Cell Pwr Density;449;nW/µm²
setup_path;CP Class;reg -> reg;
setup_path;CP arrival;2690;ps
yosys;Synth top area share;16.8;%
pwr;Pleak;0.519;nW
setup_path;critical path peak fanout;5;
global_routing;initial antenna violation count;0;
timing;setup violators final;8;
timing;worst hold slack;272;ps
floorplan;fp util;17.4;%
place;routability congestion estimate;0.874;
finish;final std cells w/o fill;166;
place;dpl cells;145;
clock_network;clk buf depth;2;
route;Iter 0 DRT Violations;92;
finish;Fill cells;320;
route;Pre-antenna DRT Iters;4;
route;Routed WL per cell;11.2;µm
timing;Slew @ Worst Pin;312;ps
finish;Largest register FFs;4;
yosys;#FFs+latches synth;4;
timing;worst setup margin;-971;ps
setup_path;setup slack, reg-to-reg;-970;ps
floorplan;I/O pins;10;
global_routing;global-route wire length before repair;3170;µm
yosys;Mapped Cells;70;
timing;Final min period;2570;ps
timing;Slew Limit Fails;0;
flow_run;tool warnings;31;
clock_network;TritonCTS Buffers;3;
timing;slew margin rel.;79.2;%
route;Antenna Violating Nets Remaining;0;
timing;Final Hold Fails;0;
yosys;Largest cells by area;dfrtp_1 17%, ha_1 13%, xnor2_1 4.4%;
setup_path;reg-to-reg critical path endpoint;cnt[3];
global_routing;number of global-route vias before repair;685;
yosys;biggest area consumer among synthesized cells;dfrtp_1;
setup_path;nature of the critical path endpoint;flip-flop;
setup_path;type of origin of the critical path;flip-flop;
worst_hold_path;Worst Hold Class;in -> async;
clock_network;Worst-path clk slew;40;ps
setup_path;FF-to-FF path depth;10;
route;DR vias;690;
floorplan;core area;3420;µm²
yosys;Cell Type Count;34;
floorplan;chip area;6400;µm²
floorplan;die height;80;µm
floorplan;die width;80;µm
route;drt total wl;1860;µm
floorplan;Cell Rows;21;
yosys;flip-flops with a built-in enable;0;
setup_path;last element of the critical path;cnt[3];
setup_path;crit path from;cnt[0];
timing;fmax;0.389;GHz
setup_path;crit path DRT;1720;ps
clock_network;clk sinks;4;
flow_run;total of max-cap violations;0;
place;# port buffers;9;
pwr;peak supply drop;148;µV
timing;RSZ-0062 raised after global routing;true;
global_routing;all-layer global routing usage;5.83;%
yosys;syn_area_per_cell;8.51;µm²
yosys;async set-reset flop share out of synthesis;100;%
finish;share of layout cells above drive strength 1;62.5;%
finish;biggest regs;cnt: 4 flops;
route;via/cell ratio;4.16;
clock_network;Root Driver;clkbuf_4;
yosys;Post-Synthesis Cell Area;596;µm²
yosys;Synth Warn #;3;
## routing by layer
layer,GRT usage (%),share of wire [%],vias up
met5,0,0,-
met4,0.704,0.64,0
met3,1.48,7.7,2
met2,8.91,48,21
met1,8.24,43,317
li1,-,-,350
## stage by stage
stage | setup TNS [ps] | power (mW) | cell area, µm²
6_report | -2960 | 0.550 | 1230
5_1_grt | -3680 | 0.593 | 1230
4_1_cts | -2800 | 0.549 | 1170
3_5_place_dp | -3080 | 0.350 | 958
3_3_place_gp | -3150 | 0.351 | 958
2_1_floorplan | -2310 | 0.242 | 661
## how the worst min path moves through the flow
| stage | to | slack, ps | startpoint |
|---|---|---|---|
| 4_1_cts | cnt[0] | 270 | rst |
| 5_1_grt | cnt[0] | 290 | rst |
| 6_report | cnt[0] | 270 | rst |
## logic make-up after synthesis
kind of cell               count (synthesis)  share of synthesized area, %
and+or+nand+nor                           28                          30.7
AOI/OAI and AO/OA                         16                          19.1
buffers and inverters                      8                          6.30
adders and majority gates                  6                          12.6
xor gates and xnor gates                   5                          8.62
DFF                                        4                          16.8
muxes                                      3                          5.88
## where the power goes
part / total (mW) / internal, mW / switching [mW]
clock: 0.138 / 0.0938 / 0.0444
combinational: 0.291 / 0.177 / 0.113
sequential: 0.121 / 0.109 / 0.0129
total: 0.550 / 0.380 / 0.171
## placed cells by master (no fill, tap or decap), drive strengths merged, types with 2 or more instances in the layout
cell type,count
nand3,5
a211oi,2
dfrtp,4
clkbuf,6
nor2,4
nor3b,2
clkdlybuf4s50,4
ha,6
a21boi,2
and2,2
or3,2
nand2b,3
xnor2,4
o21ai,2
inv,6
buf,42
a31oi,2
o31ai,3
nand2,5
mux2i,2
a21oi,3
## timing repair
action,4_1_cts,5_1_grt
hold buffers,0,0
pin swaps,7,4
setup endpoints to repair,9,9
setup buffers,14,5
cloned,0,0
resized,37,15
## critical path: stages (launching register included)
cell,delay (ps)
dfrtp_2,450
ha_4,190
xnor2_4,140
ha_4,170
and4bb_2,340
nor2_4,60
mux2i_1,130
o32ai_2,340
a21oi_1,130
nor3b_2,200
mux2_4,310
## cell type report
cell class / instances / area (µm²) / area share (%)
Multi-Input combinational cell: 58 / 588 / 48.0
Timing Repair Buffer: 48 / 428 / 34.9
Sequential cell: 4 / 104 / 8.47
Tap cell: 46 / 57.6 / 4.69
Clock buffer: 4 / 26.3 / 2.14
Inverter: 6 / 22.5 / 1.84
Power and IR drop assume default switching activity.
